$ cat flow/design.v
typedef enum logic[3:0]{  
   F_A_PLUS_B    = 4'b0000,
   F_A_MINUS_B   = 4'b0001,
   F_A           = 4'b0010,
   F_B           = 4'b0011,
   F_A_PLUS_2    = 4'b0100,
   F_A_LT_B      = 4'b0101,
   F_A_NOT       = 4'b1000,
   F_A_AND_B     = 4'b1001,
   F_A_OR_B      = 4'b1010,
   F_A_XOR_B     = 4'b1011,
   F_A_SHL       = 4'b1100,
   F_A_LSHR      = 4'b1110,
   F_A_ASHR      = 4'b1111,
   F_UNDEF       = 4'bxxxx
} alu_op_t;  
typedef enum logic [1:0]{  
   MUX_REG       = 2'b00,
   MUX_PC        = 2'b01,
   MUX_MDR       = 2'b10,
   MUX_UNDEF     = 2'bxx
} alu_mux_t;  
typedef enum logic [2:0]{  
   DEST_REG      = 3'b000,
   DEST_PC       = 3'b001,
   DEST_MDR      = 3'b010,
   DEST_MAR      = 3'b011,
   DEST_IR       = 3'b100,
   DEST_NONE     = 3'b111,
   DEST_UNDEF    = 3'bxxx
} dest_sel_t;  
typedef enum logic{  
   MEM_RD        = 1'b0,
   NO_RD         = 1'b1
} rd_enable_t;  
typedef enum logic{  
   MEM_WR        = 1'b0,
   NO_WR         = 1'b1
} wr_enable_t;  
typedef enum logic{  
   LOAD_CC       = 1'b0,
   NO_LOAD       = 1'b1
} cond_code_t;  
typedef enum logic [6:0] {
   FETCH  = 7'b000_1001,
   FETCH1 = 7'b000_1010,
   FETCH2 = 7'b000_1011,
   DECODE = 7'b000_1111,
   STOP   = 7'b111_1111,
   STOP1  = 7'b100_0001,
   ADD    = 7'b000_0000,
   SUB    = 7'b000_1000,
   ADDI   = 7'b001_1000,
   ADDI1  = 7'b001_1001,
   ADDI2  = 7'b001_1010,
   AND    = 7'b100_1000,
   NOT    = 7'b100_0000,
   OR     = 7'b101_0000,
   XOR    = 7'b101_1000,
   SLT    = 7'b010_1000,
   SLT1   = 7'b010_1101,
   SLTI   = 7'b010_1001,
   SLTI1  = 7'b010_1010,
   SLTI2  = 7'b010_1011,
   SLTI3  = 7'b010_1100,
   SLL    = 7'b110_0000,
   SLLI   = 7'b110_0001,
   SLLI1  = 7'b110_0010,
   SLLI2  = 7'b110_0011,
   SRA    = 7'b111_1000,
   SRAI   = 7'b111_1001,
   SRAI1  = 7'b111_1010,
   SRAI2  = 7'b111_1011,
   SRL    = 7'b111_0000,
   SRLI   = 7'b111_0001,
   SRLI1  = 7'b111_0010,
   SRLI2  = 7'b111_0011,
   MV     = 7'b001_0000,
   LW     = 7'b001_0100,
   LW1    = 7'b001_0101,
   LW2    = 7'b001_0110,
   LW3    = 7'b001_0111,
   LW4    = 7'b001_1011,
   SW     = 7'b001_1100,
   SW1    = 7'b001_1101,
   SW2    = 7'b001_1110,
   SW3    = 7'b001_1111,
   SW4    = 7'b010_0000,
   BRA    = 7'b111_1100,
   BRA1   = 7'b111_1101,
   BRA2   = 7'b111_1110,
   BRN    = 7'b100_1100,
   BRN1   = 7'b100_1101,
   BRN2   = 7'b100_1110,
   BRN3   = 7'b100_1111,
   BRZ    = 7'b110_0100,
   BRZ1   = 7'b110_0101,
   BRZ2   = 7'b110_0110,
   BRZ3   = 7'b110_0111,
   BRC    = 7'b101_0100,
   BRC1   = 7'b101_0101,
   BRC2   = 7'b101_0110,
   BRC3   = 7'b101_0111,
   BRV    = 7'b101_1100,
   BRV1   = 7'b101_1101,
   BRV2   = 7'b101_1110,
   BRV3   = 7'b101_1111,
   BRNZ   = 7'b110_1100,
   BRNZ1  = 7'b110_1101,
   BRNZ2  = 7'b110_1110,
   BRNZ3  = 7'b110_1111,
   UNDEF  = 7'bxxx_xxxx
} opcode_t;
typedef struct packed
{
   alu_op_t alu_op;
   alu_mux_t srcA;
   alu_mux_t srcB;
   dest_sel_t dest;
   cond_code_t lcc_L;
   rd_enable_t re_L;
   wr_enable_t we_L;
} controlPts;
module alu (
   output logic [15:0] out,
   output logic [3:0]  condCodes,
   input [15:0]      inA,
   input [15:0]      inB,
   input  alu_op_t      opcode);
   logic Z, C, N, V;
   always_comb begin
      Z = 0;
      C = 0;
      N = 0;
      V = 0;
      case (opcode)
         F_A_PLUS_B : begin
            {C, out} = inA + inB;                      
            V = (inA[15] & inB[15] & ~out[15]) | (~inA[15] & ~inB[15] & out[15]);
         end
         F_A_MINUS_B : begin
            out = inA - inB;                           
            C = (inB >= inA);
            V = (inA[15] & ~inB[15] & ~out[15]) | (~inA[15] & inB[15] & out[15]);
         end
         F_A : begin
            out = inA;                                 
         end
         F_B : begin
            out = inB;                                 
         end
         F_A_PLUS_2 : begin
            {C, out} = inA + 2;                        
            V = (inA[15] & ~out[15]);
         end
         F_A_LT_B: begin                               
            if (inA[15] == inB[15])
               out = inA < inB;
            else if(inA[15] && !inB[15])  
               out = 1;
            else
               out = 0;
         end
         F_A_NOT : begin
            out = ~inA;                                
         end
         F_A_AND_B : begin
            out = inA & inB;                           
         end
         F_A_OR_B : begin
            out = inA | inB;                           
         end
         F_A_XOR_B : begin
            out = inA ^ inB;                           
         end
         F_A_SHL : begin
            out = inA << inB;
         end
         F_A_LSHR : begin
            out = inA >> inB;
         end
         F_A_ASHR : begin
            out = $signed(inA) >>> inB;
	 end
         default: out = inA;
      endcase
      N = out[15];
      Z = (out === 16'h0000)?1:0;
      condCodes = {Z, C, N, V};
   end
endmodule
$ cat flow/config.mk
export PLATFORM = sky130hd
export DESIGN_NAME = alu
export DESIGN_NICKNAME = alu
export VERILOG_FILES = /design/flow/design.v
export SDC_FILE = /design/flow/constraint.sdc
export NUM_CORES = 4
export LEC_CHECK = 1
export CORE_UTILIZATION = 40
$ cat flow/constraint.sdc
current_design alu

set clk_period 12.4
set clk_io_pct 0.2

create_clock -name clk0 -period $clk_period

set non_clock_inputs [all_inputs -no_clocks]
set_input_delay [expr $clk_period * $clk_io_pct] -clock clk0 $non_clock_inputs
set_output_delay [expr $clk_period * $clk_io_pct] -clock clk0 [all_outputs]
$ cat flow/run.sh
#!/bin/bash
# OpenROAD 26Q1-2900-gdf79404cd8, Yosys 0.63+post, stock flow scripts
make -C /OpenROAD-flow-scripts/flow DESIGN_CONFIG=/design/flow/config.mk WORK_HOME=/design/flow/orfs finish
==> job_summary.md <==
## Implementation flow summary

| Metric | Value |
|---|---|
| Status | finished clean |
| Slew @ Worst Pin | between 1 and 1.5 ns |
| Chip width | 123.9 um |
| Most frequent cells after synthesis | nor2_1 (100), nand2_1 (68), ha_1 (55) |
| PortBufs | 56 |
| WL per Instance | 25.13 um |
| Pre-antenna DRT Iters | 7 |
| # Post-CTS Setup Buffers | 0 |
| Reg area | 0 sq um |
| Number of DRC markers in iteration 0 | 723 |
| GRT Total Usage | 35.49% |
| Fin crit period | 11.04 ns |
| Static leakage | ~0.0024 uW |
| Rel. slew slack | ~25% |
| Layout area overhead | 7.068% |
| Type of the worst setup path | primary input to output port |
| Stage-log warning count | 69 |
| Yosys top cell by area | ha_1 |
| Gate Count Post-Synth | 882 |
| Post-route ant nets | 0 |
| Flops | 0 |
| Cycle use final | between 80% and 90% |
| Yosys Warn Count | 1 |
| Gpl congestion | 1.053 |
| Share of cells above drive strength 1 | 9.666% |
| Largest net degree at the start of global routing | around 56 |
| Final hold viol count | 0 |
| Yosys stat cell total | 882 |
| Cell Area, Synth | 5948 sq um |
| Clock buffers | 0 |
| Initial Utilization | 40.93% |
| I/O Pins | 56 |
| Hold Buf Count CTS | 0 |
| Slew Limit Fails | 0 |
| Core Box Area | 14530 sq um |
| Antenna Cells | 0 |
| Final setup viols | 0 |
| Final WS setup | 1.357 ns |
| Maximum fanout along the worst path | 16 |
| Synth cell types | 93 |
| Mapped Avg Cell Area | 6.744 sq um |
| DRC viols | 0 |
| HP Class | primary input to output port |
| Area reported by Yosys stat | ~6000 sq um |
| Number of gates resized after CTS | 0 |
| Num rows | 44 |
| Die height | 123.9 um |
| Via-to-Cell Ratio | 6.759 |
| Synth area leaders | ha_1 (12%), nor2_1 (6.3%), mux2i_1 (6.1%), a21oi_1 (4.5%), o21ai_0 (4.5%) |
| Initial antenna violation count | 0 |
| Die Area | 15360 sq um |
| Max Clk Rate | roughly 91 MHz |
| Post-Place Worst Slack | 1.567 ns |
| Power per cell area | 43.33 nW/um^2 |
| Post-synth seq share | 0% |
| First-pass GRT wire length | approximately 40 mm |
| Routed WL | 26.47 mm |
| CP endpoint kind | output port |
| Dpl hpwl | 19.74 mm |
| Hold Path Stages | 5 |
| Count leader, synth | nor2_1 |
| Grt ovf | 0 |
| Dominant cell area share | 11.57% |
| RSZ-0062 raised after global routing | false |
| Worst setup SP type | primary input |
| Setup TNS | 0 ns |
| Data arrival time of the critical path | ~8.6 ns |
| Max-cap violations | 0 |
| VDD IR max | 0.00002197 V |
| Vias in the first global route | 6533 |
| Vias | 7117 |
| Worst EP required | 9.92 ns |
==> cell families after synthesis <==
logic type	synth area share [%]
buffers and inverters	11.34
adders and majority gates	12.24
muxes	12.92
AOI/OAI and AO/OA	34.39
xor gates and xnor gates	3.239
and+or+nand+nor	25.87
==> critical path, cell delays in order <==
cell and delay, ns:
clkdlybuf4s50_1 1.05, inv_1 0.22, ha_1 0.52, or4_1 0.63
o211ai_2 0.34, a21oi_1 0.18, o311ai_0 0.99, a31oi_1 0.31
or3_1 0.43, nor4_1 0.46, and4bb_1 0.32, and4b_1 0.19
clkdlybuf4s50_1 0.45
==> layout by cell type, fill, tap and decap left out, drive strengths merged, types with 8 or more instances in the layout <==
| cell | instances |
|---|---|
| nor2 | 101 |
| nand2 | 68 |
| o21ai | 58 |
| a21oi | 56 |
| ha | 55 |
| clkdlybuf4s50 | 53 |
| inv | 47 |
| mux2i | 37 |
| nand3 | 34 |
| o22ai | 27 |
| nor3 | 26 |
| xnor2 | 21 |
| buf | 20 |
| o211ai | 19 |
| a211oi | 16 |
| a31oi | 16 |
| nand2b | 14 |
| mux2 | 13 |
| mux4 | 11 |
| nor4 | 11 |
| or3 | 10 |
| or2 | 9 |
| a221oi | 9 |
| nor2b | 8 |
==> through the flow <==
step	utilization (%)	cell area, sq um	total power (uW)	instances	hold WS, ns
after floorplan	-	5948	178.8	882	5.076
after global placement	43.82	6369	269.7	1053	6.184
after detailed placement	43.82	6369	267.7	1053	6.174
after CTS	43.82	6369	269.0	1053	6.188
after global routing	43.82	6369	295.5	1053	6.264
final	43.82	6369	275.9	1053	6.183
==> power breakdown <==
group          internal [uW]  switching [uW]  leakage, uW
logic                    110             166      0.00243
registers                  0               0            0
clock network              0               0            0
==> path summary, 6_finish.rpt <==
check / to / slack [ns] / start
worst min-delay path: out[8] / 6.18 / inA[8]
worst max-delay path: condCodes[3] / 1.36 / inA[7]
==> area by class of cell <==
| type | count | area [sq um] |
|---|---|---|
| fill | 1580 | 8165 |
| multi-input combinational | 745 | 5274 |
| timing repair buffer | 73 | 673.1 |
| tap | 184 | 230.2 |
| inverter | 51 | 191.4 |
==> layer usage <==
layer / up-vias / routed length (um) / part of all wire, % / track usage [%]
met1: 3355 / 11220 / 42 / 50.06
met2: 418 / 11360 / 43 / 52.71
met3: 78 / 2731 / 10 / 7.664
met4: 0 / 1162 / 4.4 / 13.99
met5: - / 0 / 0 / 0
li1: 3266 / - / - / -
Power is estimated from default activity; no workload was simulated.
